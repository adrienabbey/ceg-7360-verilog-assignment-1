**./config.mk**
```make
export PLATFORM = sky130hd
export DESIGN_NAME = seq
export DESIGN_NICKNAME = seq
export VERILOG_FILES = /design/flow/design.v
export SDC_FILE = /design/flow/constraint.sdc
export NUM_CORES = 4
export LEC_CHECK = 1
export CORE_AREA = 10 10 70 70
export DIE_AREA = 0 0 80 80
```
**./constraint.sdc**
```tcl
current_design seq

set clk_period 2.1
set clk_io_pct 0.2

create_clock -name clk0 -period $clk_period [get_ports {clk}]

set non_clock_inputs [all_inputs -no_clocks]
set_input_delay [expr $clk_period * $clk_io_pct] -clock clk0 $non_clock_inputs
set_output_delay [expr $clk_period * $clk_io_pct] -clock clk0 [all_outputs]
```
**./design.v**
```verilog
module seq #(
    parameter DATA_WIDTH = 8
) (
    input                       clk,         
    input                       reset_n,     
    input      [DATA_WIDTH-1:0] in_symbol,   
    output reg                  match        
);
  parameter [2:0] 
    START = 3'b000, 
    HAVE1 = 3'b001, 
    HAVE2 = 3'b010,
    HAVE3 = 3'b011,
    HAVE4 = 3'b100,
    HAVE5 = 3'b101;
  reg [2:0] state, next;
  always @(posedge clk, negedge reset_n) begin
    if (!reset_n) begin   
      state <= START;   
    end else begin
      state <= next;   
    end
  end
  always @(state, in_symbol) begin
    next  = 3'bx;   
    match = 1'b0;   
    case (state)   
      START: begin   
        if (in_symbol == "1") begin   
          next = HAVE1;   
        end else begin
          next = START;   
        end
      end
      HAVE1: begin   
        if (in_symbol == "1") begin   
          next = HAVE1;   
        end else if (in_symbol == "2") begin   
          next = HAVE2;   
        end else begin
          next = START;   
        end
      end
      HAVE2: begin   
        if (in_symbol == "1") begin
          next = HAVE3;
        end else begin
          next = START;
        end
      end
      HAVE3: begin
        if (in_symbol == "1") begin
          next = HAVE1;
        end else if (in_symbol == "3") begin
          next = HAVE4;
        end else begin
          next = START;
        end
      end
      HAVE4: begin
        if (in_symbol == "1") begin
          next = HAVE5;
        end else begin
          next = START;
        end
      end
      HAVE5: begin
        match = 1'b1;   
        if (in_symbol == "1") begin
          next = HAVE1;
        end else if (in_symbol == "2") begin
          next = HAVE2;
        end else begin
          next = START;
        end
      end
      default: next = START;   
    endcase
  end
endmodule
```
**./run.sh**
```bash
#!/bin/bash
# OpenROAD 26Q1-2900-gdf79404cd8, Yosys 0.63+post, stock flow scripts
make -C /OpenROAD-flow-scripts/flow DESIGN_CONFIG=/design/flow/config.mk WORK_HOME=/design/flow/orfs finish
```
==> metrics.csv <==
metric;value;unit
H-tree levels;1;
Distinct cells, synth;17;
floorplan-stage core utilization;8.42;%
clock period minus final worst setup slack;1.47;ns
met1 Resource Use GR;3.23;%
data arrival time of the critical path;1.05;ns
# clock sinks;6;
sum of internal, switching and leakage power;0.000280;W
Max stage delay on crit path;0.47;ns
pwr/cell area;594;nW/um^2
largest registers;state (6);
Max FO, Critical Path;2;
global route total overflow;0;
part of the power in combinational logic;14.1;%
total routed wirelength;643;um
part of the power in the clock network;41.1;%
most common library cell in the layout ignoring fill and taps;clkdlybuf4s50_1;
Inserted Diodes;0;
flip-flop count of the largest register, all copies and words added;6;
die area;6400;um^2
kind of end point of the critical path;output port;
top-level port count;11;
clock tree from TritonCTS;done;
kind of start point of the critical path;flop;
Net Sw Power;0.0000604;W
Seq pwr share;44.8;%
ratio of final minimum period to clock period;69.8;%
Clock transition at path regs;0.05;ns
Setup TNS Final;0;ns
share of final-layout standard cells stronger than drive strength 1;21.6;%
cell area after synthesis;288;um^2
Top Layout Cells;clkdlybuf4s50_1, dfrtp_1, clkbuf_4, nor2b_1, and3_1;
flip-flop and latch count after synthesis;6;
via count of the first global-routing pass;280;
worst min-delay path class;in -> async;
count of placed standard cells in the final layout, fillers left out;83;
status;finished, final reports clean;
placed cell count;79;
number of DRC violations after detailed-routing iteration 0;7;
total leakage power;0.187;nW
number of antenna-violating nets in the routed design;0;
slew at the pin closest to its max-slew limit;0.368;ns
P_int;0.000220;W
Pre-antenna DRT Iters;4;
Root Buffer Master;clkbuf_4;
area used by sequential logic in the layout;151;um^2
max-slew violation count;0;
global-route wire length before repair;1210;um
post-CTS sizing;0;
floorplan row count;21;
P&R area growth vs syn;63.9;%
clock latency of the later-clocked register in the worst-skew pair;0.25;ns
Sw Share;21.6;%
fill count;402;
final hold violation count;0;
Routed wire per std cell;7.75;um
maximum number of pins on one net before global-route repair;7;
Core Footprint;3420;um^2
Routability Congestion;0.798;
Largest delay share family, worst path;buffers and inverters;
number of port buffers;10;
hold slack final;0.405;ns
vertical extent of the die;80;um
master of the slowest instance on the critical path;clkdlybuf4s50_1;
Peak VDD IR;0.000130;V
antenna violations before repair;0;
global route hottest layer;met1;
post-synthesis instance total;23;
Clock Skew;0.00634;ns
number of warnings reported in the yosys synthesis log;1;
met3 Usage GRT;2.27;%
RSZ-0062 raised after global routing;false;
GRT Overall Usage;2.39;%
DR DRC count;0;
post-synthesis chip area from yosys;288;um^2
total number of warnings across the stage logs;25;
max-cap violation count;0;
worst path cell trace;clkdlybuf4s50_1;
count of hold-fix buffers inserted at cts;0;
yosys stat cell total;23;
Max-slew headroom;75.3;%
Vias;227;
achievable frequency;0.682;GHz
Bufs and invs on worst path;1;
Crit Path Category;reg -> out;
number of buffers added by the clock tree synthesis step;3;
met2 demand-to-capacity share in global routing;2.57;%
crit path DRT;1.68;ns
Max clock buf depth;2;
multi-input logic area;136;um^2
number of buffers inserted by post-CTS setup repair;0;
proportion of synthesized chip area in sequential cells;52.6;%
die outline width;80;um
via-per-instance ratio;2.73;
total setup violations reported at the end of the flow;0;
largest register by flop count;state;
mean area per synthesized cell;12.5;um^2
==> cell usage after synthesis <==
master	count	area (um^2)
a21oi_1	1	5.00
a31oi_1	1	6.26
and2_1	1	6.26
and2_4	1	8.76
and3_1	2	12.5
and4_1	1	8.76
and4b_1	1	10.0
dfrtp_1	5	125
dfstp_2	1	26.3
nand2_1	1	3.75
nor2b_1	2	12.5
nor4_1	1	6.26
nor4_4	1	21.3
nor4b_1	1	8.76
o22a_1	1	8.76
o311a_2	1	11.3
or2_2	1	6.26
==> per-stage QoR <==
step	setup slack, ns	instance area (um^2)	utilization, %
after floorplan	0.970	288	-
after global placement	0.463	445	13.0
after detailed placement	0.442	445	13.0
after CTS	0.613	472	13.8
after global routing	0.584	472	13.8
final	0.633	472	13.8
==> final timing paths <==
check / depth (start not counted) / from / slack (ns) / to
max: 1 / state[4]$_DFF_PN0_ / 0.63 / match
min in group clk0: 1 / state[1]$_DFF_PN0_ / 0.54 / state[4]$_DFF_PN0_
min: 1 / reset_n / 0.41 / state[4]$_DFF_PN0_
max in group asynchronous: 1 / reset_n / 1.42 / state[0]$_DFF_PN1_
min reg2reg: 1 / state[1]$_DFF_PN0_ / 0.54 / state[4]$_DFF_PN0_
max reg2reg: 3 / state[5]$_DFF_PN0_ / 0.92 / state[0]$_DFF_PN1_
==> power by group through the flow <==
| stage | sequential, W | combinational (W) | clock [W] |
|---|---|---|---|
| final | 0.000125 | 0.0000396 | 0.000115 |
| after global routing | 0.000126 | 0.0000448 | 0.000133 |
| after CTS | 0.000125 | 0.0000399 | 0.000121 |
==> worst reg2reg max path, delay by kind of cell (launching register included) <==
family | cells | cell delay (ns)
flip-flops | 1 | 0.39
AND-OR/OR-AND | 2 | 0.32
AND/OR/NAND/NOR | 1 | 0.39
==> area by class of cell <==
cell class | instances | share of cell area, %
Sequential cell | 6 | 32.1
Multi-Input combinational cell | 17 | 28.9
Timing Repair Buffer | 10 | 21.2
Tap cell | 46 | 12.2
Clock buffer | 4 | 5.57
==> routing by layer <==
metal	up-vias	part of all wire (%)
li1	117	-
met3	0	13
met4	0	0
met2	13	28
met5	-	0
met1	97	58
==> cell families (layout without fill, tap and decap cells) <==
| group | count (synthesis) | in the layout | synth area share, % |
|---|---|---|---|
| AND/OR/NAND/NOR | 13 | 13 | 36.5 |
| AND-OR/OR-AND | 4 | 4 | 10.9 |
| buffers and inverters | 0 | 14 | 0 |
| flip-flops | 6 | 6 | 52.6 |
Power and IR drop assume default switching activity.
